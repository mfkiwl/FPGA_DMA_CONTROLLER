### flow/run.sh
#!/bin/bash
# OpenROAD 26Q1-2900-gdf79404cd8, Yosys 0.63+post, stock flow scripts
make -C /OpenROAD-flow-scripts/flow DESIGN_CONFIG=/design/flow/config.mk WORK_HOME=/design/flow/orfs finish
### flow/design.v
`timescale 1ns / 1ps
module DMA_READ_CTRL(
    input           clk                 ,
    input           rst                 ,
    input   [63:0]  dest_addr           ,
    input   [31:0]  byte_num            ,
    input           start               ,  
    input           mm2s_introut        ,   
    input           m_axi_lite_awready  ,
    input           m_axi_lite_wready   ,
    input   [1 : 0] m_axi_lite_bresp    ,
    input           m_axi_lite_bvalid   ,
    input   [31:0]  m_axi_lite_rdata    ,
    input           m_axi_lite_arready  ,
    input   [1:0]   m_axi_lite_rresp    ,
    input           m_axi_lite_rvalid   ,
    output  [9:0]   m_axi_lite_awaddr   ,
    output  [31:0]  m_axi_lite_wdata    ,
    output          m_axi_lite_awvalid  ,      
    output          m_axi_lite_wvalid   ,              
    output          m_axi_lite_bready   ,             
    output  [9:0]   m_axi_lite_araddr   ,
    output          m_axi_lite_arvalid  ,
    output          m_axi_lite_rready
    );
    reg [31:0] SA;
    reg [31:0] MSB;
    reg [31:0] len;
    reg        start_q;
    always @(posedge clk)begin 
        if(rst) begin 
            SA <= 32'd0;
        end else if(start == 1'b1)begin
            SA <= dest_addr[31:0];
        end else begin
            SA <= SA;
        end
    end
    always @(posedge clk ) begin
        if(rst)begin
            MSB <= 32'd0;
        end else if(start == 1'b1)begin
            MSB <= dest_addr[63:32];
        end else begin
            MSB <= MSB;
        end
    end
    always @(posedge clk ) begin
        if(rst)begin
            len <= 32'd0;
        end else if(start == 1'b1)begin
            len <= byte_num;
        end else begin
            len <= byte_num;
        end
    end
    always @(posedge clk ) begin
        if(rst)begin
            start_q <= 32'd0;
        end else if(start == 1'b1)begin
            start_q <= 1'b1;
        end else begin
            start_q <= 1'b0;
        end
    end
wire dma_idle;
wire   lite_end;
wire  [31:0]  lite_wdata;
wire  [9:0]  lite_awaddr;
wire  lite_valid;
MM2S_CTRL  u_MM2S_CTRL (
    .clk                     ( clk            ),
    .rst                     ( rst            ),
    .start                   ( dma_idle        ),
    .SA_DATA                 ( SA             ),
    .MSB_DATA                ( MSB            ),
    .LENGTH_DATA             ( len            ),
    .mm2s_introut            ( mm2s_introut   ),
    .lite_end                ( lite_end       ),
    .lite_wdata              ( lite_wdata     ),
    .lite_awaddr             ( lite_awaddr    ),
    .lite_valid              ( lite_valid     )
);
LITE_WRITE_CTRL  u_LITE_WRITE_CTRL (
    .clk                     ( clk                  ),
    .rst                     ( rst                  ),
    .lite_wdata              ( lite_wdata           ),
    .lite_awaddr             ( lite_awaddr          ),
    .lite_valid              ( lite_valid           ),
    .m_axi_lite_awready      ( m_axi_lite_awready   ),
    .m_axi_lite_wready       ( m_axi_lite_wready    ),
    .m_axi_lite_bresp        ( m_axi_lite_bresp     ),
    .m_axi_lite_bvalid       ( m_axi_lite_bvalid    ),
    .lite_end                ( lite_end             ),
    .m_axi_lite_awaddr       ( m_axi_lite_awaddr    ),
    .m_axi_lite_wdata        ( m_axi_lite_wdata     ),
    .m_axi_lite_awvalid      ( m_axi_lite_awvalid   ),
    .m_axi_lite_wvalid       ( m_axi_lite_wvalid    ),
    .m_axi_lite_bready       ( m_axi_lite_bready    )
);
LITE_READ_CTRL  u_LITE_READ_CTRL (
    .clk                     ( clk                  ),
    .rst                     ( rst                  ),
    .start                   ( start_q              ),
    .m_axi_lite_rdata        ( m_axi_lite_rdata     ),
    .m_axi_lite_arready      ( m_axi_lite_arready   ),
    .m_axi_lite_rresp        ( m_axi_lite_rresp     ),
    .m_axi_lite_rvalid       ( m_axi_lite_rvalid    ),
    .dma_idle                ( dma_idle             ),
    .m_axi_lite_araddr       ( m_axi_lite_araddr    ),
    .m_axi_lite_arvalid      ( m_axi_lite_arvalid   ),
    .m_axi_lite_rready       ( m_axi_lite_rready    )
);
endmodule
`timescale 1ns/1ps
module LITE_READ_CTRL (
           input clk,
           input rst,
           input start,
           output dma_idle,
           input [31: 0] m_axi_lite_rdata ,
           input m_axi_lite_arready ,
           input [1: 0] m_axi_lite_rresp ,
           input m_axi_lite_rvalid ,
           output reg [9: 0] m_axi_lite_araddr ,
           output reg m_axi_lite_arvalid ,
           output reg m_axi_lite_rready
       );
reg [31: 0] dma_state;
reg ready;
localparam IDLE = 7'b000_0001;
localparam READ_ADDR = 7'b000_0010;
localparam CLEAR_ADDR = 7'b000_0100;
localparam READ_DATA = 7'b000_1000;
localparam CLEAR_DATA = 7'b001_0000;
localparam WAIT = 7'b010_0000;
localparam END = 7'b100_0000;
localparam DMASR = 8'h04;
reg [6: 0] current_state;
reg [6: 0] next_state;
always @(posedge clk ) begin
    if (rst) begin
        current_state <= IDLE;
    end
    else begin
        current_state <= next_state;
    end
end
always @( * ) begin
    next_state = IDLE;
    case (current_state)
        IDLE: begin
            if (start) begin
                next_state = READ_ADDR;
            end
            else begin
                next_state = IDLE;
            end
        end
        READ_ADDR: begin
            if (m_axi_lite_arready == 1'b1) begin
                next_state = CLEAR_ADDR;
            end
            else begin
                next_state = READ_ADDR;
            end
        end
        CLEAR_ADDR: begin
            next_state = READ_DATA;
        end
        READ_DATA: begin
            if (m_axi_lite_rvalid) begin
                next_state = CLEAR_DATA;
            end
            else begin
                next_state = READ_DATA;
            end
        end
        CLEAR_DATA: begin
            next_state = WAIT;
        end
        WAIT: begin
            if (ready) begin
                if (dma_state[0: 0] == 1'b1 || dma_state[1: 0] == 2'b10) begin
                    next_state = END;
                end
                else begin
                    next_state = IDLE;
                end
            end
            else begin
                next_state = WAIT;
            end
        end
        END: begin
            next_state = IDLE;
        end
        default: begin
            next_state = IDLE;
        end
    endcase
end
always @(posedge clk ) begin
    if (rst) begin
        m_axi_lite_arvalid <= 1'b0;
        m_axi_lite_araddr <= 10'd0;
    end
    else if (current_state == READ_ADDR) begin
        m_axi_lite_araddr <= DMASR;
        m_axi_lite_arvalid <= 1'b1;
    end
    else begin
        m_axi_lite_arvalid <= 1'b0;
        m_axi_lite_araddr <= 10'd0;
    end
end
always @(posedge clk ) begin
    if (rst) begin
        m_axi_lite_rready <= 1'b0;
    end
    else if (current_state == READ_DATA) begin
        m_axi_lite_rready <= 1'b1;
    end
    else begin
        m_axi_lite_rready <= 1'b0;
    end
end
always @(posedge clk ) begin
    if (rst) begin
        dma_state <= 32'd0;
        ready <= 1'b0;
    end
    else if (current_state == IDLE) begin
        dma_state <= 32'd0;
        ready <= 1'b0;
    end
    else if (m_axi_lite_rready & m_axi_lite_rvalid) begin
        dma_state <= m_axi_lite_rdata;
        ready <= 1'b1;
    end
end
assign dma_idle = (current_state == WAIT && next_state == END) ? 1'b1 : 1'b0;
endmodule
`timescale 1ns / 1ps
module LITE_WRITE_CTRL (
           input clk ,
           input rst ,
           input [31: 0] lite_wdata ,
           input [9: 0] lite_awaddr ,
           input lite_valid ,
           output reg lite_end ,
           input m_axi_lite_awready ,
           input m_axi_lite_wready ,
           input [1: 0] m_axi_lite_bresp ,
           input m_axi_lite_bvalid ,
           output [9: 0] m_axi_lite_awaddr ,
           output [31: 0] m_axi_lite_wdata ,
           output m_axi_lite_awvalid ,
           output m_axi_lite_wvalid ,
           output m_axi_lite_bready
       );
assign m_axi_lite_awaddr = lite_awaddr;
assign m_axi_lite_wdata = lite_wdata;
localparam IDLE = 7'b000_0001;
localparam WRITE_ADDR = 7'b000_0010;
localparam CLEAR_ADDR = 7'b000_0100;
localparam WRITE_DATA = 7'b000_1000;
localparam CLEAR_DATA = 7'b001_0000;
localparam WAIT_RESP = 7'b010_0000;
localparam CLEAR_RESP = 7'b100_0000;
reg [6: 0] current_state;
reg [6: 0] next_state;
always @(posedge clk ) begin
    if (rst) begin
        current_state <= IDLE;
    end
    else begin
        current_state <= next_state;
    end
end
always @( * ) begin
    next_state = IDLE;
    case (current_state)
        IDLE: begin
            if (lite_valid) begin
                next_state = WRITE_ADDR;
            end
            else begin
                next_state = IDLE;
            end
        end
        WRITE_ADDR: begin
            if (m_axi_lite_awready & m_axi_lite_awvalid) begin
                next_state = CLEAR_ADDR;
            end
            else begin
                next_state = WRITE_ADDR;
            end
        end
        CLEAR_ADDR: begin
            next_state = WRITE_DATA;
        end
        WRITE_DATA: begin
            if (m_axi_lite_wready & m_axi_lite_wvalid) begin
                next_state = CLEAR_DATA;
            end
            else begin
                next_state = WRITE_DATA;
            end
        end
        CLEAR_DATA: begin
            next_state = WAIT_RESP;
        end
        WAIT_RESP: begin
            if (m_axi_lite_bvalid) begin
                next_state = CLEAR_RESP;
            end
            else begin
                next_state = WAIT_RESP;
            end
        end
        CLEAR_RESP: begin
            next_state = IDLE;
        end
        default: begin
            next_state = IDLE;
        end
    endcase
end
wire lite_end_q;
reg lite_end_qq;
assign m_axi_lite_awvalid = (current_state == WRITE_ADDR) ? 1'b1 : 1'b0;
assign m_axi_lite_wvalid = (current_state == WRITE_DATA) ? 1'b1 : 1'b0;
assign m_axi_lite_bready = (current_state == WAIT_RESP) ? 1'b1 : 1'b0;
assign lite_end_q = (current_state == CLEAR_RESP && next_state == IDLE) ? 1'b1 : 1'b0;
always @(posedge clk ) begin
    lite_end_qq <= lite_end_q;
    lite_end = lite_end_qq;
end
endmodule
`timescale 1ns / 1ps
module MM2S_CTRL(
    input               clk                 ,
    input               rst                 ,
    input               start               ,
    input   [31:0]      SA_DATA             ,
    input   [31:0]      MSB_DATA            ,
    input   [31:0]      LENGTH_DATA         ,
    input               mm2s_introut        , 
    output reg [31:0]   lite_wdata          ,
    output reg [9:0]    lite_awaddr         ,
    output reg          lite_valid          ,  
    input               lite_end    
    );
    localparam DMACR = 8'h00;
    localparam DMASR = 8'h04;
    localparam SA = 8'h18;
    localparam MSB = 8'h1C;
    localparam LENGTH = 8'h28;
    localparam DMACR_DATA = 32'b0000_0000_0000_0001_0001_0000_0000_0001;
    localparam DMASR_DATE = 32'b0000_0000_0000_0001_0001_0000_0000_0000;
    reg [5:0] current_state;
    reg [5:0] next_state;
    localparam IDLE         =   6'b00_0001;
    localparam WRITE_DMACR  =   6'b00_0010;
    localparam WRITE_SA     =   6'b00_0100;
    localparam WRITE_MSB    =   6'b00_1000;
    localparam WRITE_LENGTH =   6'b01_0000;
    localparam WRITE_DMASR  =   6'b10_0000;
    always @(posedge clk ) begin
        if(rst)begin
            current_state <= IDLE;
        end else begin
            current_state <= next_state;
        end
    end
    always @(*) begin
        next_state = IDLE;
        case (current_state)
            IDLE: begin
                if(start) begin
                    next_state = WRITE_DMACR;
                end else begin
                    next_state = IDLE;
                end
            end 
            WRITE_DMACR: begin
                if(lite_end)begin
                    next_state = WRITE_SA;
                end else begin
                    next_state = WRITE_DMACR;
                end
            end
            WRITE_SA: begin
                if(lite_end)begin
                    next_state = WRITE_MSB;
                end else begin
                    next_state = WRITE_SA;
                end
            end
            WRITE_MSB: begin
                if(lite_end)begin
                    next_state = WRITE_LENGTH;
                end else begin
                    next_state = WRITE_MSB;
                end
            end
            WRITE_LENGTH: begin
                if(mm2s_introut)begin
                    next_state = WRITE_DMASR;
                end else begin
                    next_state = WRITE_LENGTH;
                end
            end
            WRITE_DMASR: begin
                if(lite_end)begin
                    next_state = IDLE;
                end else begin
                    next_state = WRITE_DMASR;
                end
            end
            default: begin
                next_state = IDLE;
            end
        endcase
    end
always @(posedge clk ) begin
    if(rst)begin
        lite_wdata <= 32'd0;
        lite_awaddr <= 10'd0;
    end else begin
        case (current_state)
            IDLE: begin
               lite_awaddr <= 32'd0;
               lite_wdata <= 10'd0;
            end 
            WRITE_DMACR: begin
                lite_awaddr <= DMACR;
                lite_wdata <= DMACR_DATA;
            end
            WRITE_SA: begin
                lite_awaddr <= SA;
                lite_wdata <= SA_DATA;
            end
            WRITE_MSB: begin
                lite_awaddr <= MSB;
                lite_wdata <= MSB_DATA;
            end
            WRITE_LENGTH: begin
                lite_awaddr <= LENGTH;
                lite_wdata <= LENGTH_DATA;
            end
            WRITE_DMASR: begin
                lite_awaddr <= DMASR;
                lite_wdata <= DMASR_DATE;
            end
            default: begin
                lite_awaddr <= 32'd0;
                lite_wdata <= 10'd0;
            end 
        endcase
    end
end
reg lite_valid_q;
always @(posedge clk ) begin
    if(rst)begin
        lite_valid_q <= 1'b0;
    end else if(current_state != next_state && next_state != IDLE)begin
        lite_valid_q <= 1'b1;
    end else begin
        lite_valid_q <= 1'b0;
    end
end
always @(posedge clk ) begin
    if(rst)begin
        lite_valid <= 1'b0;
    end else begin
        lite_valid <= lite_valid_q;
    end
end
endmodule
### flow/config.mk
export PLATFORM = sky130hd
export DESIGN_NAME = DMA_READ_CTRL
export DESIGN_NICKNAME = DMA_READ_CTRL
export VERILOG_FILES = /design/flow/design.v
export SDC_FILE = /design/flow/constraint.sdc
export NUM_CORES = 4
export LEC_CHECK = 1
export CORE_UTILIZATION = 50
### flow/constraint.sdc
current_design DMA_READ_CTRL

set clk_period 5.1
set clk_io_pct 0.2

create_clock -name clk0 -period $clk_period [get_ports {clk}]

set non_clock_inputs [all_inputs -no_clocks]
set_input_delay [expr $clk_period * $clk_io_pct] -clock clk0 $non_clock_inputs
set_output_delay [expr $clk_period * $clk_io_pct] -clock clk0 [all_outputs]
==> notes.md <==
yosys + openroad results -> # setup viols final=0, # Post-CTS Setup Buffers=0, Setup crit end kind=register, RSZ-0062 raised after global routing=false, synthesized instance count=541, crit-path cells=or4_1, nor2_8, o31ai_4, buf_4, a31oi_1, FP Rows=39, final worst path period share=50.9%, Max Cap Viol=0, MUX area fraction=a little under an eighth, average wire per cell in the routed design=roughly 15 um, Simple Share, Synth=17.3%, Adder Area Share=0%, FMAX=between 0.3 and 0.4 GHz, Total GRT Usage=21.8%, Crit-path slowest cell=or4_1, Die H=approximately 110 um, die width=~110 um, hold buffers post-CTS=0, Worst Hold Class=reg2reg, maximum clock path buffer count=2, min Tclk post-route=around 2.6 ns, Syn Area/Cell=around 11 um^2, YS chip area=approximately 0.006 mm^2, top cell type's share of synthesized area=between 50 and 60%, TritonRoute pass-1 iters=7, layout overhead on the synthesized area=34.7%, H-tree levels=4, Yosys warnings=4, vias=4269, RePlAce Congestion=roughly 0.82, VDD IR max=~0.43 mV, ys flops=about 160, Synth logic family=simple AND/OR/NAND/NOR gates, crit path DAT=2.92 ns, count of library flops with an enable pin=0, Slew HR=between 40 and 50%, Die ar.=0.0122 mm^2, DRT iter0 DRCs=322, Port Buffers=148, final wirelength=approximately 13000 um, AO/OA Area Share=about a tenth, Clk pin slew, worst setup/hold paths=0.06 ns, post-layout util=about 69%, half-perimeter wire length after placement=about 7700 um, Core ar.=~0.011 mm^2, Log Warnings=60, WS Path Type=reg2reg, TritonCTS clock tree=yes, grt ovf=0, asr flop ratio synth=0%, first-pass GRT wire length=19600 um, Vias/cell=~5.1, Crit path max-delay family=simple AND/OR/NAND/NOR gates, Final Max Tran Viols=0, initial antenna violation count=0, count leader, synth=dfxtp_1, top cells by count=dfxtp_1, nor2_1, mux2i_1, nor2b_1, share of layout cells above drive strength 1=a little over a tenth, cell type with the largest total area=dfxtp_1, Cell Area, Synth=between 0.005 and 0.006 mm^2, fp util=51.4%, total power per unit cell area=357 mW/mm^2, Worst Path Max Fanout=37, yosys xor share=less than 1%, clk sinks=162, sequential element share of the synthesized area=55.2%, Setup TNS=0 ns, status=completed, Unique cell types=~50, Final ANT Viol Nets=0, clock root buffer=clkbuf_16, Latency at later pin=approximately 0.40 ns, CP Launch Type=register, Power Total=about 0.0028 W, IO Pins=slightly below 200, crit path DRT=between 5 and 6 ns, Least-Margin Pin Slew=~0.80 ns, clock skew=0.00623 ns, number of CTS-inserted buffers=17, cells in synth_stat.txt=between 500 and 600, post-cts resize count=0, vias in the first global route=about 4k, Static Leak=~3.2 nW, Post-synth top flop=dfxtp_1, buffers and inverters on the worst path=1, # DRC=0, top post-synthesis cells by area=dfxtp_1, mux2i_1, a222oi_1, final number of hold-violating endpoints=0, ANT cells=0, CP max stage delay=~0.79 ns, largest net degree at the start of global routing=around 80
## cell usage in the layout, fill, tap and decap left out, drive strengths merged, types with 2 or more instances in the layout
cell type	instances
inv	9
a21oi	9
nor2b	39
bufinv	4
or2b	2
dfxtp	162
or4	3
and2	3
a211oi	3
buf	7
mux2i	67
nand2b	3
conb	15
nor4	2
a22oi	4
and3	3
nor3	8
o21ai	2
a31oi	3
clkinvlp	4
a222oi	29
clkdlybuf4s50	146
a2bb2oi	2
clkbuf	22
a21o	2
nand2	6
o31ai	4
nor2	108
## worst register-to-register path: stages (launching register included)
cell     delay (ns)
dfxtp_1        0.43
or4_1          0.79
nor2_8         0.60
o31ai_4        0.14
buf_4          0.34
a31oi_1        0.22
## where the power goes
group / internal (W) / total (W) / switching, W
combinational: 0.000112 / 0.000176 / 0.0000640
sequential: 0.00131 / 0.00133 / 0.0000197
clock: 0.000842 / 0.00131 / 0.000472
total: 0.00227 / 0.00282 / 0.000556
## worst paths after layout
kind | from | endpoint | slack [ns] | cells after the start
worst max-delay path | u_MM2S_CTRL.current_state[4] | u_MM2S_CTRL.lite_wdata[0] | 2.50 | 5
worst max register to register | u_MM2S_CTRL.current_state[4] | u_MM2S_CTRL.lite_wdata[0] | 2.50 | 5
worst min register to register | u_LITE_WRITE_CTRL.lite_end_qq | u_LITE_WRITE_CTRL.lite_end | 0.33 | 0
worst min-delay path | u_LITE_WRITE_CTRL.lite_end_qq | u_LITE_WRITE_CTRL.lite_end | 0.33 | 0
## layer usage
| layer | up-vias | GRT usage, % | part of all wire (%) |
|---|---|---|---|
| li1 | 2114 | - | - |
| met1 | 1991 | 33.5 | 46 |
| met2 | 162 | 33.9 | 45 |
| met3 | 2 | 5.39 | 7.9 |
| met4 | 0 | 2.07 | 0.33 |
| met5 | - | 0 | 0 |
## sequential cells by signal (all words and copies together) (netlist names), 2 cells and up
signal,cells
u_LITE_READ_CTRL.current_state,7
len,32
u_LITE_READ_CTRL.dma_state,2
u_MM2S_CTRL.lite_wdata,32
u_LITE_WRITE_CTRL.current_state,7
SA,32
u_MM2S_CTRL.lite_awaddr,4
u_MM2S_CTRL.current_state,6
MSB,32
## cell type report
type                            instances  area [um^2]
Tap cell                              143          179
Multi-Input combinational cell        332         2320
Sequential cell                       162         3240
Fill cell                             832         3510
Timing Repair Buffer                  153         1510
Clock buffer                           22          464
Clock inverter                          9          155
Inverter                                9         33.8
## cells by family after synthesis
| logic type | count (synthesis) |
|---|---|
| and+or+nand+nor | 185 |
| other | 1 |
| DFF | 162 |
| AOI/OAI and AO/OA | 64 |
| xor gates and xnor gates | 1 |
| buffers and inverters | 61 |
| muxes | 67 |
## through the flow
step	instance area, um^2	worst slack (ns)	std cells	hold slack, ns
final	7910	2.50	830	0.330
after global routing	7910	2.39	830	0.342
after CTS	7910	2.49	830	0.332
after detailed placement	7290	2.42	799	0.314
after global placement	7290	2.42	799	0.314
after floorplan	5920	3.05	555	0.310
Power and IR drop assume default switching activity.
