==> design/flow/design.v <==
`timescale 1ns/1ps
module LITE_READ_CTRL (
           input clk,
           input rst,
           input start,
           output dma_idle,
           input [31: 0] m_axi_lite_rdata ,
           input m_axi_lite_arready ,
           input [1: 0] m_axi_lite_rresp ,
           input m_axi_lite_rvalid ,
           output reg [9: 0] m_axi_lite_araddr ,
           output reg m_axi_lite_arvalid ,
           output reg m_axi_lite_rready
       );
reg [31: 0] dma_state;
reg ready;
localparam IDLE = 7'b000_0001;
localparam READ_ADDR = 7'b000_0010;
localparam CLEAR_ADDR = 7'b000_0100;
localparam READ_DATA = 7'b000_1000;
localparam CLEAR_DATA = 7'b001_0000;
localparam WAIT = 7'b010_0000;
localparam END = 7'b100_0000;
localparam DMASR = 8'h04;
reg [6: 0] current_state;
reg [6: 0] next_state;
always @(posedge clk ) begin
    if (rst) begin
        current_state <= IDLE;
    end
    else begin
        current_state <= next_state;
    end
end
always @( * ) begin
    next_state = IDLE;
    case (current_state)
        IDLE: begin
            if (start) begin
                next_state = READ_ADDR;
            end
            else begin
                next_state = IDLE;
            end
        end
        READ_ADDR: begin
            if (m_axi_lite_arready == 1'b1) begin
                next_state = CLEAR_ADDR;
            end
            else begin
                next_state = READ_ADDR;
            end
        end
        CLEAR_ADDR: begin
            next_state = READ_DATA;
        end
        READ_DATA: begin
            if (m_axi_lite_rvalid) begin
                next_state = CLEAR_DATA;
            end
            else begin
                next_state = READ_DATA;
            end
        end
        CLEAR_DATA: begin
            next_state = WAIT;
        end
        WAIT: begin
            if (ready) begin
                if (dma_state[0: 0] == 1'b1 || dma_state[1: 0] == 2'b10) begin
                    next_state = END;
                end
                else begin
                    next_state = IDLE;
                end
            end
            else begin
                next_state = WAIT;
            end
        end
        END: begin
            next_state = IDLE;
        end
        default: begin
            next_state = IDLE;
        end
    endcase
end
always @(posedge clk ) begin
    if (rst) begin
        m_axi_lite_arvalid <= 1'b0;
        m_axi_lite_araddr <= 10'd0;
    end
    else if (current_state == READ_ADDR) begin
        m_axi_lite_araddr <= DMASR;
        m_axi_lite_arvalid <= 1'b1;
    end
    else begin
        m_axi_lite_arvalid <= 1'b0;
        m_axi_lite_araddr <= 10'd0;
    end
end
always @(posedge clk ) begin
    if (rst) begin
        m_axi_lite_rready <= 1'b0;
    end
    else if (current_state == READ_DATA) begin
        m_axi_lite_rready <= 1'b1;
    end
    else begin
        m_axi_lite_rready <= 1'b0;
    end
end
always @(posedge clk ) begin
    if (rst) begin
        dma_state <= 32'd0;
        ready <= 1'b0;
    end
    else if (current_state == IDLE) begin
        dma_state <= 32'd0;
        ready <= 1'b0;
    end
    else if (m_axi_lite_rready & m_axi_lite_rvalid) begin
        dma_state <= m_axi_lite_rdata;
        ready <= 1'b1;
    end
end
assign dma_idle = (current_state == WAIT && next_state == END) ? 1'b1 : 1'b0;
endmodule
`timescale 1ns / 1ps
module DMA_WRITE_CTRL(
    input           clk                 ,
    input           rst                 ,
    input   [63:0]  dest_addr           ,
    input   [31:0]  byte_num            ,
    input           start               ,  
    input           s2mm_introut        ,   
    input           m_axi_lite_awready  ,
    input           m_axi_lite_wready   ,
    input   [1 : 0] m_axi_lite_bresp    ,
    input           m_axi_lite_bvalid   ,
    input   [31:0]  m_axi_lite_rdata    ,
    input           m_axi_lite_arready  ,
    input   [1:0]   m_axi_lite_rresp    ,
    input           m_axi_lite_rvalid   ,
    output  [9:0]   m_axi_lite_awaddr   ,
    output  [31:0]  m_axi_lite_wdata    ,
    output          m_axi_lite_awvalid  ,      
    output          m_axi_lite_wvalid   ,              
    output          m_axi_lite_bready   ,             
    output  [9:0]   m_axi_lite_araddr   ,
    output          m_axi_lite_arvalid  ,
    output          m_axi_lite_rready
    );
    wire  dma_idle;
    reg [31:0] DA;
    reg [31:0] MSB;
    reg [31:0] len;
    reg        start_q;
    always @(posedge clk)begin 
        if(rst) begin 
            DA <= 32'd0;
        end else if(start == 1'b1)begin
            DA <= dest_addr[31:0];
        end else begin
            DA <= DA;
        end
    end
    always @(posedge clk ) begin
        if(rst)begin
            MSB <= 32'd0;
        end else if(start == 1'b1)begin
            MSB <= dest_addr[63:32];
        end else begin
            MSB <= MSB;
        end
    end
    always @(posedge clk ) begin
        if(rst)begin
            len <= 32'd0;
        end else if(start == 1'b1)begin
            len <= byte_num;
        end else begin
            len <= byte_num;
        end
    end
    always @(posedge clk ) begin
        if(rst)begin
            start_q <= 32'd0;
        end else if(start == 1'b1)begin
            start_q <= 1'b1;
        end else begin
            start_q <= 1'b0;
        end
    end
wire   lite_end;
wire  [31:0]  lite_wdata;
wire  [9:0]  lite_awaddr;
wire  lite_valid;
S2MM_CTRL  u_S2MM_CTRL (
    .clk                     ( clk            ),
    .rst                     ( rst            ),
    .start                   ( dma_idle       ),
    .DA_DATA                 ( DA             ),
    .MSB_DATA                ( MSB            ),
    .LENGTH_DATA             ( len            ),
    .s2mm_introut            ( s2mm_introut   ),
    .lite_end                ( lite_end       ),
    .lite_wdata              ( lite_wdata     ),
    .lite_awaddr             ( lite_awaddr    ),
    .lite_valid              ( lite_valid     )
);
LITE_WRITE__CTRL  u_LITE_WRITE__CTRL (
    .clk                     ( clk                  ),
    .rst                     ( rst                  ),
    .lite_wdata              ( lite_wdata           ),
    .lite_awaddr             ( lite_awaddr          ),
    .lite_valid              ( lite_valid           ),
    .m_axi_lite_awready      ( m_axi_lite_awready   ),
    .m_axi_lite_wready       ( m_axi_lite_wready    ),
    .m_axi_lite_bresp        ( m_axi_lite_bresp     ),
    .m_axi_lite_bvalid       ( m_axi_lite_bvalid    ),
    .lite_end                ( lite_end             ),
    .m_axi_lite_awaddr       ( m_axi_lite_awaddr    ),
    .m_axi_lite_wdata        ( m_axi_lite_wdata     ),
    .m_axi_lite_awvalid      ( m_axi_lite_awvalid   ),
    .m_axi_lite_wvalid       ( m_axi_lite_wvalid    ),
    .m_axi_lite_bready       ( m_axi_lite_bready    ) 
);
LITE_READ_CTRL  u_LITE_READ_CTRL (
    .clk                     ( clk                  ),
    .rst                     ( rst                  ),
    .m_axi_lite_rdata        ( m_axi_lite_rdata     ),
    .m_axi_lite_arready      ( m_axi_lite_arready   ),
    .m_axi_lite_rresp        ( m_axi_lite_rresp     ),
    .m_axi_lite_rvalid       ( m_axi_lite_rvalid    ),
    .start                   ( start_q              ),
    .m_axi_lite_araddr       ( m_axi_lite_araddr    ),
    .m_axi_lite_arvalid      ( m_axi_lite_arvalid   ),
    .m_axi_lite_rready       ( m_axi_lite_rready    ),
    .dma_idle                ( dma_idle             )
);
endmodule
`timescale 1ns / 1ps
module LITE_WRITE__CTRL (
    input           clk                 ,
    input           rst                 ,
    input   [31:0]  lite_wdata          ,
    input   [9:0]   lite_awaddr         ,
    input           lite_valid          ,  
    output  reg     lite_end            ,   
    input           m_axi_lite_awready  ,
    input           m_axi_lite_wready   ,
    input   [1:0]   m_axi_lite_bresp    ,
    input           m_axi_lite_bvalid   ,
    output  [9:0]   m_axi_lite_awaddr   ,
    output  [31:0]  m_axi_lite_wdata    ,
    output          m_axi_lite_awvalid  ,      
    output          m_axi_lite_wvalid   ,              
    output          m_axi_lite_bready               
);
assign m_axi_lite_awaddr = lite_awaddr;
assign m_axi_lite_wdata = lite_wdata;
localparam IDLE = 7'b000_0001;
localparam WRITE_ADDR = 7'b000_0010;
localparam CLEAR_ADDR = 7'b000_0100;
localparam WRITE_DATA = 7'b000_1000;
localparam CLEAR_DATA = 7'b001_0000;
localparam WAIT_RESP = 7'b010_0000;
localparam CLEAR_RESP = 7'b100_0000;
reg [6:0] current_state;
reg [6:0] next_state;
always @(posedge clk ) begin
    if(rst)begin
        current_state <= IDLE;
    end else begin
        current_state <= next_state;
    end
end
always @(*) begin
    next_state = IDLE;
    case (current_state)
        IDLE: begin
            if(lite_valid)begin
                next_state = WRITE_ADDR;
            end else begin
                next_state = IDLE;
            end
        end 
        WRITE_ADDR: begin
            if(m_axi_lite_awready & m_axi_lite_awvalid)begin
                next_state = CLEAR_ADDR;
            end else begin
                next_state = WRITE_ADDR;
            end
        end 
        CLEAR_ADDR: begin
            next_state = WRITE_DATA;
        end 
        WRITE_DATA: begin
            if(m_axi_lite_wready & m_axi_lite_wvalid)begin
                next_state = CLEAR_DATA;
            end else begin
                next_state = WRITE_DATA;
            end
        end 
        CLEAR_DATA: begin
            next_state = WAIT_RESP;
        end 
        WAIT_RESP: begin
            if(m_axi_lite_bvalid)begin
                next_state = CLEAR_RESP;
            end else begin
                next_state = WAIT_RESP;
            end
        end 
        CLEAR_RESP: begin
            next_state = IDLE;            
        end 
        default: begin
            next_state = IDLE;
        end
    endcase
end
wire  lite_end_q;
reg lite_end_qq;
assign m_axi_lite_awvalid = (current_state == WRITE_ADDR) ? 1'b1 : 1'b0;
assign m_axi_lite_wvalid = (current_state == WRITE_DATA) ? 1'b1 : 1'b0;
assign m_axi_lite_bready = (current_state == WAIT_RESP) ? 1'b1 : 1'b0;
assign lite_end_q = (current_state == CLEAR_RESP && next_state == IDLE) ? 1'b1:1'b0;
always @(posedge clk ) begin
    lite_end_qq <= lite_end_q;
    lite_end = lite_end_qq;
end
endmodule
`timescale 1ns / 1ps
module S2MM_CTRL(
    input               clk                 ,
    input               rst                 ,
    input               start               ,
    input   [31:0]      DA_DATA             ,
    input   [31:0]      MSB_DATA            ,
    input   [31:0]      LENGTH_DATA         ,
    input               s2mm_introut        , 
    output reg [31:0]   lite_wdata          ,
    output reg [9:0]    lite_awaddr         ,
    output reg          lite_valid          ,  
    input               lite_end    
    );
    localparam DMACR = 8'h30;
    localparam DMASR = 8'h34;
    localparam DA = 8'h48;
    localparam MSB = 8'h4C;
    localparam LENGTH = 8'h58;
    localparam DMACR_DATA = 32'b0000_0000_0000_0001_0001_0000_0000_0011;
    localparam DMASR_DATE = 32'b0000_0000_0000_0001_0001_0000_0000_0000;
    reg [5:0] current_state;
    reg [5:0] next_state;
    localparam IDLE         =   6'b00_0001;
    localparam WRITE_DMACR  =   6'b00_0010;
    localparam WRITE_DA     =   6'b00_0100;
    localparam WRITE_MSB    =   6'b00_1000;
    localparam WRITE_LENGTH =   6'b01_0000;
    localparam WRITE_DMASR  =   6'b10_0000;
    always @(posedge clk ) begin
        if(rst)begin
            current_state <= IDLE;
        end else begin
            current_state <= next_state;
        end
    end
    always @(*) begin
        next_state = IDLE;
        case (current_state)
            IDLE: begin
                if(start) begin
                    next_state = WRITE_DMACR;
                end else begin
                    next_state = IDLE;
                end
            end 
            WRITE_DMACR: begin
                if(lite_end)begin
                    next_state = WRITE_DA;
                end else begin
                    next_state = WRITE_DMACR;
                end
            end
            WRITE_DA: begin
                if(lite_end)begin
                    next_state = WRITE_MSB;
                end else begin
                    next_state = WRITE_DA;
                end
            end
            WRITE_MSB: begin
                if(lite_end)begin
                    next_state = WRITE_LENGTH;
                end else begin
                    next_state = WRITE_MSB;
                end
            end
            WRITE_LENGTH: begin
                if(s2mm_introut)begin
                    next_state = WRITE_DMASR;
                end else begin
                    next_state = WRITE_LENGTH;
                end
            end
            WRITE_DMASR: begin
                if(lite_end)begin
                    next_state = IDLE;
                end else begin
                    next_state = WRITE_DMASR;
                end
            end
            default: begin
                next_state = IDLE;
            end
        endcase
    end
always @(posedge clk ) begin
    if(rst)begin
        lite_wdata <= 32'd0;
        lite_awaddr <= 10'd0;
    end else begin
        case (current_state)
            IDLE: begin
               lite_awaddr <= 32'd0;
               lite_wdata <= 10'd0;
            end 
            WRITE_DMACR: begin
                lite_awaddr <= DMACR;
                lite_wdata <= DMACR_DATA;
            end
            WRITE_DA: begin
                lite_awaddr <= DA;
                lite_wdata <= DA_DATA;
            end
            WRITE_MSB: begin
                lite_awaddr <= MSB;
                lite_wdata <= MSB_DATA;
            end
            WRITE_LENGTH: begin
                lite_awaddr <= LENGTH;
                lite_wdata <= LENGTH_DATA;
            end
            WRITE_DMASR: begin
                lite_awaddr <= DMASR;
                lite_wdata <= DMASR_DATE;
            end
            default: begin
                lite_awaddr <= 32'd0;
                lite_wdata <= 10'd0;
            end 
        endcase
    end
end
reg lite_valid_q;
always @(posedge clk ) begin
    if(rst)begin
        lite_valid_q <= 1'b0;
    end else if(current_state != next_state && next_state != IDLE)begin
        lite_valid_q <= 1'b1;
    end else begin
        lite_valid_q <= 1'b0;
    end
end
always @(posedge clk ) begin
    if(rst)begin
        lite_valid <= 1'b0;
    end else begin
        lite_valid <= lite_valid_q;
    end
end
endmodule
==> design/flow/run.sh <==
#!/bin/bash
# OpenROAD 26Q1-2900-gdf79404cd8, Yosys 0.63+post, stock flow scripts
make -C /OpenROAD-flow-scripts/flow DESIGN_CONFIG=/design/flow/config.mk WORK_HOME=/design/flow/orfs finish
==> design/flow/config.mk <==
export PLATFORM = sky130hd
export DESIGN_NAME = DMA_WRITE_CTRL
export DESIGN_NICKNAME = DMA_WRITE_CTRL
export VERILOG_FILES = /design/flow/design.v
export SDC_FILE = /design/flow/constraint.sdc
export NUM_CORES = 4
export LEC_CHECK = 1
export CORE_UTILIZATION = 50
==> design/flow/constraint.sdc <==
current_design DMA_WRITE_CTRL

set clk_period 5.1
set clk_io_pct 0.2

create_clock -name clk0 -period $clk_period [get_ports {clk}]

set non_clock_inputs [all_inputs -no_clocks]
set_input_delay [expr $clk_period * $clk_io_pct] -clock clk0 $non_clock_inputs
set_output_delay [expr $clk_period * $clk_io_pct] -clock clk0 [all_outputs]
==> results.yml <==
# physical design summary
outcome:
  outcome: "completed"
setup_path:
  setup.worst_path.start: "u_S2MM_CTRL.current_state[5]$_SDFF_PP0_"
  crit_cells: 5
  path_cells: "or4_4 > nor3b_4 > buf_4 > a22oi_1 > a31oi_1"
  worstPathMaxFanout: 22
  endpoint: "u_S2MM_CTRL.lite_wdata[0]$_SDFF_PP0_"
  arrival_ns: 2.79
  cp-start-kind: "flop"
  r2r-start: "u_S2MM_CTRL.current_state[5]$_SDFF_PP0_"
  regToRegEndpoint: "u_S2MM_CTRL.lite_wdata[0]$_SDFF_PP0_"
  r2r_slack_ns: 2.64
  crit_family: "simple AND/OR/NAND/NOR gates"
  slowest_stage: "nor3b_4"
  critPathRequiredTime_ns: 5.43
  path_buffers: 1
  worst-setup-path-type: "reg2reg"
  critPathMaxStageDelay_ns: 0.63
  reg2regPathDepth: 5
  end_kind: "flop"
drt:
  drtIter0Drc: 289
  finalWirelength_um: 12600
  drc: 0
  num_antenna_cells: 0
  vias: 4275
  first_pass_iters: 6
  via_per_inst: 5.13
  routedWlPerCell_um: 15.1
  drtAntennaViolNets: 0
timing:
  fin_worst_skew_ns: 0.00951
  final.setup.tns_ns: 0
  min_period_ns: 2.46
  max_clock_freq_mhz: 406
  hold_violations: 0
  rsz0062_at_grt: "no"
  drv_slew: 0
  fin_crit_sh_pct: 48.2
  worst-slew-pin-transition_ns: 0.744
  slew_headroom_pct: 50.4
  setup_violations: 0
clocking:
  cts_tree: "built"
  cts_max_level: 4
  cts_buffers: 17
  ctsHoldBuffers: 0
  cts_resized: 0
  clock_latency_ns: 0.41
  cts_buffer_depth: 2
  cts_sinks: 162
  post_cts_buffers: 0
  cts-root-buf: "clkbuf_16"
  clkTransAtPathRegs_ns: 0.06
synth:
  syn_area_um2: 5720
  top_area_share_pct: 56.7
  synth_area_leader_cell: "dfxtp_1"
  syn_area_per_cell_um2: 10.4
  synthDistinctLibCells: 44
  ys_chip_area_um2: 5720
  top_cells_by_area: "dfxtp_1 57%, mux2i_1 12%, nor2_1 7.1%"
  ys_seq_share_pct: 56.7
  yosys_warnings: 4
  ys_ff: 162
  ys_cells: 549
  syn_inst: 549
die:
  dieArea_um2: 11900
  ios: 198
  die_w_um: 109
  design.core.area_um2: 11000
  fp-utilization_pct: 52.1
  die.size.y_um: 109
  placementRows: 38
flow_run:
  drv_cap: 0
  tool_warnings: 60
grt:
  grt_use_total_pct: 22.1
  grt_max_degree: 74
  first_global_vias: 4010
  grt_pass1_wl_um: 19500
  antenna_found_initial: 0
  overflow: 0
finish:
  layout.cells.non_filler: 834
  syn_to_final_growth_pct: 35.9
  drive_above_1_share_pct: 6.77
placement:
  dpl.hpwl_um: 7950
  gp_congestion: 0.842
  portBuffers: 149
  dp.cells: 802
pwr:
  ir_drop_mv: 0.379
  leakage_nw: 3.05
  p_per_area_nw_per_um2: 357
worst_hold_path:
  min_path_type: "reg2reg"
==> worst min path at each step <==
stage | startpoint | endpoint | slack (ns) | depth (start not counted)
after CTS | u_LITE_WRITE__CTRL.lite_end_qq$_DFF_P_ | u_LITE_WRITE__CTRL.lite_end$_DFF_P_ | 0.33 | 0
after global routing | u_LITE_WRITE__CTRL.lite_end_qq$_DFF_P_ | u_LITE_WRITE__CTRL.lite_end$_DFF_P_ | 0.33 | 0
final | u_LITE_WRITE__CTRL.lite_end_qq$_DFF_P_ | u_LITE_WRITE__CTRL.lite_end$_DFF_P_ | 0.33 | 0
==> registers in the layout, indices dropped and copies added (netlist names), 2 cells and up <==
register,cells
u_S2MM_CTRL.lite_awaddr,4
u_LITE_WRITE__CTRL.current_state,7
MSB,32
DA,32
u_LITE_READ_CTRL.dma_state,2
u_S2MM_CTRL.lite_wdata,32
u_LITE_READ_CTRL.current_state,7
len,32
u_S2MM_CTRL.current_state,6
==> synthesized netlist by cell type (all sizes together) <==
master / n
a31oi: 6
o21a: 1
nor4b: 2
and4b: 2
nor3b: 1
buf: 43
xnor2: 2
dfxtp: 162
o211ai: 1
o311ai: 1
a21oi: 14
o221ai: 1
o21ai: 2
o41ai: 1
or2: 2
and3: 4
nor2: 110
o31ai: 1
nor4: 3
or4: 2
nand2: 12
o2bb2ai: 1
a22oi: 4
clkbuf: 12
nand4: 1
a211oi: 1
inv: 7
nor3: 6
conb: 1
nand3: 2
and2: 2
mux2i: 66
nor2b: 37
a222oi: 28
a2bb2oi: 2
nand2b: 6
==> layout by cell type, fill, tap and decap left out, types with 3 or more instances in the layout <==
| cell type | synthesis | routed |
|---|---|---|
| a31oi_1 | 6 | 6 |
| nor4_1 | 3 | 3 |
| nor3_1 | 6 | 6 |
| a21oi_1 | 13 | 13 |
| nand2_1 | 11 | 11 |
| inv_1 | 7 | 7 |
| a222oi_1 | 28 | 28 |
| nand2b_1 | 6 | 6 |
| dfxtp_1 | 162 | 162 |
| conb_1 | 1 | 14 |
| buf_4 | 17 | 8 |
| clkinvlp_4 | 0 | 3 |
| mux2i_1 | 66 | 66 |
| nor2_1 | 108 | 108 |
| a22oi_1 | 4 | 4 |
| clkinv_4 | 0 | 3 |
| and3_1 | 4 | 4 |
| bufinv_16 | 0 | 3 |
| clkbuf_16 | 0 | 17 |
| nor2b_1 | 37 | 37 |
| clkdlybuf4s50_1 | 0 | 147 |
==> through the flow <==
stage | worst slack, ns | area, um2 | total power, W | utilization [%] | hold slack, ns
3_5_place_dp | 2.48 | 7170 | 0.00153 | 65.3 | 0.315
2_1_floorplan | 2.86 | 5770 | 0.00144 | - | 0.310
5_1_grt | 2.47 | 7770 | 0.00288 | 70.8 | 0.335
4_1_cts | 2.65 | 7770 | 0.00280 | 70.8 | 0.329
3_3_place_gp | 2.48 | 7170 | 0.00153 | 65.3 | 0.311
6_report | 2.64 | 7770 | 0.00278 | 70.8 | 0.328
==> logic make-up (layout without fill, tap and decap cells) <==
logic type | Yosys count | in the layout | share of synthesized area (%)
muxes | 66 | 66 | 11.6
AOI/OAI and AO/OA | 64 | 64 | 8.99
DFF | 162 | 162 | 56.7
and+or+nand+nor | 192 | 192 | 16.3
buffers and inverters | 62 | 194 | 6.13
other | 1 | 14 | 0.0656
xor gates and xnor gates | 2 | 2 | 0.306
==> metal layers <==
metal  track usage [%]  vias up  share of wire, %
met5                 0        -                 0
met4              2.61        0              0.84
met3              4.63        7               6.8
met2              34.2      148                47
met1              34.3     1986                46
li1                  -     2134                 -
==> layout make-up <==
class / instances / area, um2
timing repair buffer: 155 / 1530
sequential: 162 / 3240
tap: 140 / 175
multi-input combinational: 338 / 2190
fill: 796 / 3210
inverter: 7 / 26.3
clock buffer: 20 / 447
clock inverter: 12 / 158
==> where the power goes <==
group          leakage (nW)  total (W)  switching [W]  internal [W]
Combinational          1.44   0.000173      0.0000623      0.000111
Sequential             1.33    0.00133      0.0000198       0.00131
Clock                 0.287    0.00127       0.000487      0.000785
Total                  3.05    0.00278       0.000569       0.00221
Power and IR drop assume default switching activity.
